--- /design/flow/constraint.sdc ---
current_design bad

set clk_period 2.8
set clk_io_pct 0.2

create_clock -name clk0 -period $clk_period [get_ports {clk_19_3}]
create_clock -name clk1 -period $clk_period [get_ports {clk_4_5}]

set non_clock_inputs [all_inputs -no_clocks]
set_input_delay [expr $clk_period * $clk_io_pct] -clock clk0 $non_clock_inputs
set_output_delay [expr $clk_period * $clk_io_pct] -clock clk0 [all_outputs]
--- /design/flow/config.mk ---
export PLATFORM = sky130hd
export DESIGN_NAME = bad
export DESIGN_NICKNAME = bad
export VERILOG_FILES = /design/flow/design.v
export SDC_FILE = /design/flow/constraint.sdc
export NUM_CORES = 4
export LEC_CHECK = 1
export CORE_AREA = 10 10 98 98
export DIE_AREA = 0 0 108 108
--- /design/flow/design.v ---
module bad
(
   input wire clk_4_5,
   input wire clk_19_3,
   input wire reset_button,
   output wire [5:0] leds
);
    reg [13:0] counter;
    reg [5:0] leds_reg;
    assign leds = leds_reg;
    always @(posedge clk_19_3 or negedge reset_button)
       if (~reset_button) begin
          counter <= 14'b0;
       end else begin
          counter <= counter + 14'b1;
       end
    always @(posedge clk_4_5 or negedge reset_button)
       if (~reset_button) begin
          leds_reg <= 6'b0;
       end else begin
          if (counter[7:0] == 8'b0) leds_reg <= counter[13:8];
       end
endmodule
--- /design/flow/run.sh ---
#!/bin/bash
# OpenROAD 26Q1-2900-gdf79404cd8, Yosys 0.63+post, stock flow scripts
make -C /OpenROAD-flow-scripts/flow DESIGN_CONFIG=/design/flow/config.mk WORK_HOME=/design/flow/orfs finish
==> out/results.ini <==
[status]
outcome = finished clean

[yosys]
synth_cell_types = 15
syn_inst = 68
synth_chip_area_um2 = 867
ys_sh_adder = 0.0289
yosysTopAreaCell = dfrtp_1
xor_area_frac = 0.121
postSynthSeqShare = 0.577
ys_sh_simple = 0.173
top_area_frac = 0.577
synth_area_um2 = 867
mux_area_frac = 0.0779
synthTopLogicFamily = simple AND/OR/NAND/NOR gates
ys_ff = 20
syn_area_per_cell_um2 = 12.8
ys_warn_count = 1
yosysCellCount = 68
ys_top_cells_by_area = dfrtp_1 58%, mux2_2 7.8%, xor2_1 7.1%
yosys.area_share.aoi = 0

[placement]
place.gp.congestion = 0.740
dp_hpwl_mm = 1.09
placed_area_mm2 = 0.00107
place_ws_ps = 1390
dp_cells = 178
port_buffers = 7

[sta]
setup_viol = 0
setup_tns_ps = 0
finalHoldViolCount = 0
fin_skew_ps = 0.797
max_slew_margin = 0.834
worst_slack_ps = 1220
grt_setup_unrepaired = false
worst_pin_slew_ps = 247
slew_violations = 0

[worst_setup_path]
critPathLaunchType = register
slowest_delay_ps = 470
crit_family = buffers and inverters
path_buffers = 1
critical_path_class = register to output pin
reg2reg_setup_slack_ps = 1350
endpoint_kind = output pin
crit_arrival_ps = 1020
cp_slowest_cell = clkdlybuf4s50_1
path_cells = clkdlybuf4s50_1
crit_required_ps = 2240
cp_max_fo = 2

[layout]
syn_to_final_growth_pct = 33.2
n_fill_cell = 852
largest_reg_flops = 14
regArea_um2 = 500
stdcell_count = 184
logic_area_um2 = 348
final_layout_size_suffix_gt1_frac = 0.232
final_area_mm2 = 0.00115

[worst_hold_path]
hold_class = register to register

[global_route]
grt.met3_usage = 0.0175
grt_overflow = 0
grt_pass1_wl_mm = 2.58
gr-usage-met1 = 0.0311
use_met2 = 0.0409
grt_use_total = 0.0272
top_usage_layer = met2
grt_max_degree = 21
antenna_found_initial = 0
grt_pass1_vias = 572

[die]
core_area_mm2 = 0.00765
die_h_um = 108
io_pins = 9
num_rows = 32
fp_util = 0.113
die_w_um = 108
dieArea_mm2 = 0.0117

[route]
vias = 546
via_per_inst = 2.97
post_drt_wl_per_cell_um = 8.08
drt_first_pass_iters = 2
ant_nets = 0
drc = 0
n_antenna_cell = 0
drt_iter0_markers = 8
wirelength_mm = 1.49

[clock_network]
cts_hold_buf = 0
cts_tree = done
post_cts_buffers = 0
clkTransAtPathRegs_ps = 50
cts_resized = 0
cts_sinks = 20

[job]
cap_violations = 0
warning_count = 27

[power_and_ir_drop]
p_leak_nw = 0.477
power_density_mw_per_mm2 = 505
ir_worst_vdd_uv = 100

metal layers:
| layer | vias to the layer above | routed length (um) |
|---|---|---|
| met4 | 0 | 11 |
| met3 | 2 | 160 |
| li1 | 264 | - |
| met5 | - | 0 |
| met2 | 11 | 663 |
| met1 | 269 | 650 |
cell type report:
type,count,area share
Sequential cell,20,0.433
Multi-Input combinational cell,43,0.301
Tap cell,102,0.111
Clock buffer,6,0.0715
Timing Repair Buffer,8,0.0672
Inverter,5,0.0163
power by group:
part           internal, W  leakage, nW  switching, W
registers         0.000290        0.270             0
logic           0.00000214        0.164    0.00000550
clock network     0.000187       0.0431     0.0000990
cell usage in the layout, fill, tap and decap left out:
cell type,instances
xnor2_1,5
nand2_1,4
xor2_1,7
mux2_2,6
clkdlybuf4s50_1,7
nand2_2,1
nand3_2,1
dfrtp_1,20
nor4b_2,1
ha_1,2
clkbuf_8,6
nand4_1,3
nand3_1,3
nor4_2,3
buf_4,1
nor3_1,5
inv_1,5
nor2_1,2
cell families after synthesis:
family,count (synthesis)
xor gates and xnor gates,12
adders and majority gates,2
buffers and inverters,5
DFF,20
muxes,6
and+or+nand+nor,23
metrics by stage:
step                hold WS (ps)  utilization  total power (W)
global route                 498        0.151         0.000614
global placement             461        0.140         0.000302
floorplan                    264            -         0.000294
detailed placement           464        0.140         0.000303
CTS                          473        0.151         0.000594
finish                       468        0.151         0.000583
cells in the mapped netlist, drive strengths merged:
cell and instances:
dfrtp 20, ha 2, nand4 3, nand2 5, mux2 6, nor2 2, inv 5, nor4b 1
xnor2 5, nor4 3, nand3 4, xor2 7, nor3 5
path summary, 6_finish.rpt:
| check | from | endpoint | depth (start not counted) |
|---|---|---|---|
| worst max-delay path | leds_reg[4] | leds[4] | 1 |
| worst min-delay path | counter[13] | counter[13] | 1 |
| worst max register to register | counter[0] | leds_reg[4] | 5 |
| worst min register to register | counter[13] | counter[13] | 1 |
| max in group clk1 | counter[0] | leds_reg[4] | 5 |
| max in group asynchronous | reset_button | leds_reg[0] | 2 |
| min in group clk1 | leds_reg[1] | leds_reg[1] | 1 |
| min in group asynchronous | reset_button | counter[8] | 2 |
Power and IR drop assume default switching activity.
